===== /design/flow/config.mk =====
export PLATFORM = sky130hd
export DESIGN_NAME = eightbit_alu
export DESIGN_NICKNAME = eightbit_alu
export VERILOG_FILES = /design/flow/design.v
export SDC_FILE = /design/flow/constraint.sdc
export NUM_CORES = 4
export LEC_CHECK = 1
export CORE_AREA = 10 10 70 70
export DIE_AREA = 0 0 80 80

===== /design/flow/design.v =====
`timescale 1ns / 1ps
module eightbit_alu(a,b,sel,f,ovf,take_branch);
    input signed [7:0] a,b;
    input [2:0] sel;
    output [7:0] f;
    output ovf, take_branch;
    reg signed [7:0] f;
    reg ovf, take_branch;
    always @(sel or a or b or f or ovf)begin
        case(sel)
            3'b000: begin    
                 f=a+b;
                 ovf=((~a[7])&(~b[7])&f[7])|(a[7]&b[7]&(~f[7]));
                 take_branch=0;
               end
            3'b001: begin  
                 f=~b;
                 ovf=0;
                 take_branch=0;
               end
            3'b010: begin  
                 f=a&b;
                 ovf=0;
                 take_branch=0;
               end
            3'b011: begin  
                 f=a|b;
                 ovf=0;
                 take_branch=0;
               end
            3'b100: begin  
                 f=a>>>1;
                 ovf=0;
                 take_branch=0;
               end
            3'b101: begin  
                 f=a<<1;
                 ovf=0;
                 take_branch=0;
               end
            3'b110: begin  
                 f=0;
                 ovf=0;
                 if(a==b)begin
                    take_branch=1;
                 end
                 else begin
                    take_branch=0;
                 end
               end
            3'b111: begin  
                 f=0;
                 ovf=0;
                 if(a!=b)begin
                    take_branch=1;
                 end
                 else begin
                    take_branch=0;
                 end
               end
            default: begin
                 f=0;
                 ovf=0;
                 take_branch=0;
               end
        endcase
      end
endmodule

===== /design/flow/constraint.sdc =====
current_design eightbit_alu

set clk_period 4.2
set clk_io_pct 0.2

create_clock -name clk0 -period $clk_period

set non_clock_inputs [all_inputs -no_clocks]
set_input_delay [expr $clk_period * $clk_io_pct] -clock clk0 $non_clock_inputs
set_output_delay [expr $clk_period * $clk_io_pct] -clock clk0 [all_outputs]

===== /design/flow/run.sh =====
#!/bin/bash
# OpenROAD 26Q1-2900-gdf79404cd8, Yosys 0.63+post, stock flow scripts
make -C /OpenROAD-flow-scripts/flow DESIGN_CONFIG=/design/flow/config.mk WORK_HOME=/design/flow/orfs finish

==> results.yml <==
# generated from flow reports
final_timing:
  finalCritPeriodShare: 0.961
  setup_viol: 0
  rsz0062_at_grt: "no"
  finalMaxSlewViolations: 0
  worst_pin_slew_ns: 0.371
  fmax_mhz: 248
  setup_tns_ns: 0
  post-route-min-period_ns: 4.04
  max_slew_margin: 0.753
  setup_slack_ns: 0.162
  hold_violations: 0
floorplan:
  io_pins: 29
  die_h_um: 80
  placementRows: 21
  die_w_um: 80
  core_um2: 3420
  fp_util: 0.269
  fp.dieArea_um2: 6400
routing:
  diodes: 0
  firstDrtPassIters: 4
  wl_mm: 2.75
  antenna_left: 0
  num_vias: 1026
  drt_iter0_drc: 31
  viasPerCell: 4.84
  wl_per_cell_um: 13.0
  drc: 0
global_routing:
  grt_use_met3: 0.0170
  antenna_found_initial: 0
  grt_max_degree: 17
  grt_overflow: 0
  grt_pass1_vias: 991
  gr-max-usage-layer: "met2"
  grtUsageTotal: 0.0826
  grt_pass1_wl_mm: 4.53
  grt_use_met2: 0.140
  globalRouteMet1Util: 0.108
yosys:
  netlist.area_leader.share: 0.218
  synth_area_um2: 920
  netlist_instances: 138
  synth_warnings: 1
  syn_area_per_cell_um2: 6.66
  ys_seq_share: 0
  ys_chip_area_um2: 920
  synth_top_cell_by_area: "ha_1"
  synthTopCellsByArea: "ha_1, inv_1, a21oi_1, nor2_1, o21ai_0"
  yosys.cell_count.top_type: "inv_1"
  ys_types: 41
  netlist_top_cells_count: "inv_1, ha_1, a21oi_1"
  ys_cells: 138
setup_path:
  max_stage_delay_ns: 0.52
  slowest_stage: "clkdlybuf4s50_1"
  crit_chain: "clkdlybuf4s50_1, ha_1, inv_1, fa_1, nor2b_1, o31a_1, o21ai_1, mux2i_1, o311ai_1, clkdlybuf4s50_1"
  worstPathRequired_ns: 3.36
  crit_path_end_kind: "output pin"
  cp_max_fo: 3
  crit_top_cell: "clkdlybuf4s50_1"
  critPathLaunchType: "input port"
  crit_type: "in2out"
  cp_data_arrival_time_ns: 3.20
hold_path:
  whs_path_depth: 4
  hp-class: "in2out"
layout:
  drive_gt1_frac: 0.0663
  fillers: 368
  clkbuf_count: 0
  area_delta_synth_final_pct: 37.8
  ff_count: 0
  flop_area_um2: 0
  stdcell_count: 212
  fin_area_um2: 1270
place:
  placed_cell_area_um2: 1260
  dp.cells: 212
  gp_congestion: 0.938
  pre_cts_slack_ns: 0.0979
  hpwl_mm: 2.31
  io_buffers: 29
power:
  peakVddDrop_uv: 26.2
  p_leak_uw: 0.000566
  sequentialPowerShare: 0
  power.density_nw_per_um2: 109
  combPwrFrac: 1.000
  swShare: 0.466
  clkPwrFrac: 0
  power.net_switching_uw: 64.6
  p_int_uw: 74.1
flow_run:
  tool_warnings: 40
  max_cap_violations: 0
run_status:
  status: "complete, no violations"
clocking:
  cts_hold_buf: 0
## logic make-up (layout without fill, tap and decap cells)
group | Yosys count | in the layout | share of synthesized area
and+or+nand+nor | 38 | 38 | 0.201
xor gates and xnor gates | 4 | 4 | 0.0381
muxes | 2 | 2 | 0.0354
AOI/OAI and AO/OA | 50 | 50 | 0.356
buffers and inverters | 27 | 55 | 0.129
adders and majority gates | 17 | 17 | 0.239
## per-stage QoR
stage	hold WS [ns]	power [µW]	util
2_1_floorplan	1.76	79.1	-
3_3_place_gp	2.71	139	0.370
3_5_place_dp	2.72	139	0.370
4_1_cts	2.73	140	0.370
5_1_grt	2.45	155	0.371
6_report	2.39	139	0.371
## layout by cell type (no fill, tap or decap), types with 2 or more instances in the layout
cell / n
clkdlybuf4s50_1: 28
a21o_1: 2
nand2b_1: 2
inv_2: 2
xnor2_1: 3
buf_4: 5
nor2b_1: 3
inv_1: 19
nor2_1: 11
a221oi_1: 3
nor3_1: 2
a211oi_1: 2
nor4_1: 2
nand3_1: 5
o21ai_1: 5
a21oi_1: 14
o21a_1: 3
ha_1: 16
o211ai_1: 2
o21ai_0: 7
nand2_1: 9
o22ai_1: 2
## layout make-up
type | instances | area (µm²) | share of cell area
tap | 46 | 57.6 | 0.0454
multi-input combinational | 111 | 801 | 0.632
timing repair buffer | 34 | 330 | 0.261
inverter | 21 | 78.8 | 0.0622
## final timing paths
kind,start,end,slack [ns]
setup / recovery,a[0],f[6],0.16
hold / removal,a[1],f[0],2.39
## routing by layer
| layer | part of all wire | vias to the layer above |
|---|---|---|
| met3 | 0.066 | 0 |
| met1 | 0.47 | 452 |
| met5 | 0 | - |
| met4 | 0 | 0 |
| met2 | 0.47 | 23 |
| li1 | - | 551 |
## repair_timing
action,CTS,global route
buffers inserted,0,0
resized,0,1
endpoints found under the setup margin,0,1
endpoints found under the hold margin,0,0
## power groups by stage
| stage | clock network (µW) | registers [µW] | logic (µW) |
|---|---|---|---|
| 6_report | 0 | 0 | 139 |
| 5_1_grt | 0 | 0 | 155 |
| 4_1_cts | 0 | 0 | 140 |
## worst max-delay path: cells and delay by family
kind / cells / cell delay (ns)
AOI/OAI and AO/OA: 3 / 0.32
buffers and inverters: 3 / 1.10
and+or+nand+nor: 1 / 0.17
muxes: 1 / 0.12
adders and majority gates: 2 / 0.64
Power figures rest on the tool's default switching activity, not on a simulated workload.
