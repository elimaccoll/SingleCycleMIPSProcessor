[./constraint.sdc]
current_design reg_file

set clk_period 2.0
set clk_io_pct 0.2

create_clock -name clk0 -period $clk_period [get_ports {clk}]

set non_clock_inputs [all_inputs -no_clocks]
set_input_delay [expr $clk_period * $clk_io_pct] -clock clk0 $non_clock_inputs
set_output_delay [expr $clk_period * $clk_io_pct] -clock clk0 [all_outputs]
[./design.v]
`timescale 1ns / 1ps
module reg_file(
    input wire rst, clk, wr_en,
    input wire [1:0] rd0_addr, rd1_addr, wr_addr,
    input wire [8:0] wr_data, 
    output wire [8:0] rd0_data, rd1_data);
reg [8:0] reg0, reg1, reg2, reg3;
assign rd0_data = rd0_addr == 0 ? reg0 :
        rd0_addr == 1 ? reg1 :
        rd0_addr == 2 ? reg2 :
        rd0_addr == 3 ? reg3 : 0;
assign rd1_data = rd1_addr == 0 ? reg0 :
       rd1_addr == 1 ? reg1 :
       rd1_addr == 2 ? reg2 :
       rd1_addr == 3 ? reg3 : 0;
always @(posedge clk) begin
    if (rst==1)begin
         reg0<=0;
         reg1<=0;
         reg2<=0;
         reg3<=0;
      end
    else begin
     if(wr_en)
      case (wr_addr)
        2'b00: begin
          reg0 <= wr_data;
        end
        2'b01: begin
          reg1 <= wr_data;
        end
        2'b10: begin
          reg2 <= wr_data;
        end
        2'b11: begin
          reg3 <= wr_data;
        end
      endcase 
     end
 end
endmodule
[./run.sh]
#!/bin/bash
# OpenROAD 26Q1-2900-gdf79404cd8, Yosys 0.63+post, stock flow scripts
make -C /OpenROAD-flow-scripts/flow DESIGN_CONFIG=/design/flow/config.mk WORK_HOME=/design/flow/orfs finish
[./config.mk]
export PLATFORM = sky130hd
export DESIGN_NAME = reg_file
export DESIGN_NICKNAME = reg_file
export VERILOG_FILES = /design/flow/design.v
export SDC_FILE = /design/flow/constraint.sdc
export NUM_CORES = 4
export LEC_CHECK = 1
export CORE_UTILIZATION = 40
==> out/results.txt <==
power per cell area: 643.6 nW/um^2
RSZ-0062 raised after global routing: false
hold path startpoint: reg2[8]$_SDFFE_PP0P_
DRC errors left: 0
synth top area cells: dfxtp_1, mux4_2, mux2i_1
Crit Path Max Fanout: 5
Worst R2R Setup Slack: 1380 ps
post-route design area: 2541 sq um
CP Launch Type: primary input
reg2reg start: reg2[2]$_SDFFE_PP0P_
Synth Instances: 151
Reg2Reg Depth: 2
Mux area share: 41.21%
final hold violation count: 0
Post-Syn Area: 1858 sq um
Bufs and invs on worst path: 3
Top non-seq family: multiplexers
DR pass1 iterations: 4
initial antenna violation count: 0
reg-to-reg endpoint: reg2[2]$_SDFFE_PP0P_
Min-Delay Path Depth: 2
Logic area: 1079 sq um
Max Freq: 506.7 MHz
DP Cell Count: 235
vias per cell: 5.227
post-route minimum period: 1973 ps
largest net degree at the start of global routing: 46
sequential cell area: 720.7 sq um
xor/xnor share: 0%
Basic Gates by Area: 16.84%
ys cells: 151
die width: 70.16 um
TritonCTS Buffers: 5
FILL cells: 348
GR Util All Layers: 18.41%
cell taking the most area after synthesis: dfxtp_1
CP max stage cell: mux4_2
maxcap violations: 0
Non-Filler Instances: 247
Hold EP: reg2[8]$_SDFFE_PP0P_
routed wire length per instance: 16.26 um
Placed Area: 2332 sq um
vias in the first global route: 1,320
CP Cell Sequence: buf_4 > buf_12 > mux4_2 > clkdlybuf4s50_1
final setup fails: 0
fp util: 42.09%
status: finished, final reports clean
RD Place Congestion: 0.7526
Synth top area share: 38.79%
vias post-DR: 1,291
# port buffers: 35
first-pass GRT wire length: 6713 um
total tool warning count: 25
area grow syn2layout: 36.77%
Worst-Margin Slew: 351.7 ps
row count: 24
leakage power figure: 1.129 nW
number of hold buffers added after CTS: 0
TritonCTS clock tree: done
CP Data Required Time: 1600 ps
chip area line of the yosys report: 1858 sq um
final WL: 4015 um
library cells used by synthesis: 10
Die ar.: 4922 sq um
Critical Path End Type: output port
share of layout cells above drive strength 1: 21.54%
Slew HR: 76.55%
Yosys reg bits: 36
CTS Root Cell: clkbuf_8
H-tree Lvls: 2
GR Overflow Total: 0
aoi share: 0%
worst-case clock buffer depth: 2
# diodes: 0
Adder Share, Synth: 0%
number of synthesis warnings: 1
Slew Limit Fails: 0
Mean Syn Cell Area: 12.30 sq um
cycle use final: 98.67%
Die Y: 70.16 um
CTS clk-pin slew, worst paths: 70 ps
family with the most delay on the worst path: buffers and inverters
CP Data Arrival Time: 1570 ps
I/O Pins: 36
worst clock skew: 0 ps
clock sink count: 36
Core ar.: 4414 sq um
worst skew pair latency: 280 ps
WS Path Type: primary input to output port
1st-iter DRT viols: 58
Worst VDD drop: 0.3611 mV
DP HPWL: 2584 um
Antenna Violating Nets Remaining: 0
Seq share, synth: 38.79%
CP max stage delay: 500 ps
Hold Path Class: flip-flop to flip-flop
## power breakdown
group          switching (mW)  internal [mW]
Clock                   0.256          0.370
Sequential             0.0174          0.742
Combinational          0.0849          0.165
## cells in the final DEF, fill, tap and decap left out
cell type,n
or3b_1,1
dlymetal6s2s_1,4
and3_2,1
bufbuf_16,1
clkbuf_1,1
dfxtp_1,36
clkinv_2,1
nand3b_1,2
mux4_2,18
buf_6,2
bufinv_16,1
buf_16,2
mux2i_1,36
buf_2,1
dlygate4sd2_1,1
clkbuf_8,5
nand2b_1,45
clkdlybuf4s50_1,27
buf_12,4
buf_4,6
## sequential cells by signal (all words and copies together), names as in the netlist
name,cells
reg2,9
reg0,9
reg3,9
reg1,9
## how the worst max path moves through the flow
stage | cells after the start | endpoint | start
6_report | 4 | rd1_data[5] | rd1_addr[0]
5_1_grt | 4 | rd0_data[8] | rd0_addr[0]
4_1_cts | 4 | rd1_data[5] | rd1_addr[0]
## per-layer routing
metal | up-vias | global-route usage, % | wire length, um
li1 | 630 | - | -
met1 | 621 | 27.95 | 1882
met2 | 32 | 28.74 | 1878
met3 | 8 | 5.109 | 201
met4 | 0 | 2.000 | 53
met5 | - | 0 | 0
## through the flow
stage | hold WS (ps) | TNS, ps | setup WS [ps] | total power, mW | util (%)
3_3_place_gp | 466.9 | -6978 | -399.2 | 1.001 | 52.83
4_1_cts | 491.9 | 0 | 13.62 | 1.656 | 57.31
5_1_grt | 499.5 | 0 | 2.197 | 1.702 | 57.57
3_5_place_dp | 475.6 | -7002 | -402.8 | 1.006 | 52.83
6_report | 490.6 | 0 | 26.62 | 1.635 | 57.57
2_1_floorplan | 455.3 | 0 | 458.5 | 0.8920 | -
## synth_stat cells
master / number
dfxtp_1: 36
mux4_2: 18
or3b_1: 1
nand2b_1: 45
and3_2: 1
nand3b_1: 2
buf_6: 1
mux2i_1: 36
clkbuf_1: 6
buf_2: 5
## final cells by class
class / count / share of cell area (%)
clock buffers: 6 / 2.856
clock inverters: 2 / 1.379
multi-input cells: 103 / 42.44
flip-flops and latches: 36 / 28.36
well taps: 52 / 2.560
repair buffers: 48 / 22.40
## worst register-to-register path, delay by kind of cell, from the launching register on
family / cells / cell delay (ps)
DFF: 1 / 350
muxes: 1 / 140
and+or+nand+nor: 1 / 70
## cell families after synthesis
family / after synthesis
muxes: 54
buffers and inverters: 12
DFF: 36
and+or+nand+nor: 49
## repair_timing
item                       CTS  global route
setup endpoints to repair   18             7
buffers inserted             0             1
gates resized               18             5
gates cloned                 3             0
Power figures rest on the tool's default switching activity, not on a simulated workload.
